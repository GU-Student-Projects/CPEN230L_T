$ cat /design/flow/design.v
module dec7seg_m (
  input [3:0] bcd_i,      
  output [6:0] disp_o);   
  assign disp_o = (bcd_i == 4'd0) ? 7'b0111111 :
                  (bcd_i == 4'd1) ? 7'b1111001 :
                  (bcd_i == 4'd2) ? 7'b0100100 :
                  (bcd_i == 4'd3) ? 7'b0110000 :
                  (bcd_i == 4'd4) ? 7'b0011001 :
                  (bcd_i == 4'd5) ? 7'b0010010 :
                  (bcd_i == 4'd6) ? 7'b0000010 :
                  (bcd_i == 4'd7) ? 7'b1111000 :
                  (bcd_i == 4'd8) ? 7'b0000000 :
                  (bcd_i == 4'd9) ? 7'b0011000 :
						(bcd_i == 4'hA) ? 7'b0001000 :
						(bcd_i == 4'hB) ? 7'b0000011 :
						(bcd_i == 4'hC) ? 7'b1000110 :
						(bcd_i == 4'hD) ? 7'b0100001 :
						(bcd_i == 4'hE) ? 7'b0000110 :
						(bcd_i == 4'hF) ? 7'b0001110 :
                                    7'bxxxxxxx;
endmodule
$ cat /design/flow/run.sh
#!/bin/bash
# OpenROAD 26Q1-2900-gdf79404cd8, Yosys 0.63+post, stock flow scripts
make -C /OpenROAD-flow-scripts/flow DESIGN_CONFIG=/design/flow/config.mk WORK_HOME=/design/flow/orfs finish
$ cat /design/flow/config.mk
export PLATFORM = sky130hd
export DESIGN_NAME = dec7seg_m
export DESIGN_NICKNAME = dec7seg_m
export VERILOG_FILES = /design/flow/design.v
export SDC_FILE = /design/flow/constraint.sdc
export NUM_CORES = 4
export LEC_CHECK = 1
export CORE_AREA = 10 10 70 70
export DIE_AREA = 0 0 80 80
$ cat /design/flow/constraint.sdc
current_design dec7seg_m

set clk_period 1.4
set clk_io_pct 0.2

create_clock -name clk0 -period $clk_period

set non_clock_inputs [all_inputs -no_clocks]
set_input_delay [expr $clk_period * $clk_io_pct] -clock clk0 $non_clock_inputs
set_output_delay [expr $clk_period * $clk_io_pct] -clock clk0 [all_outputs]
==> COMMIT_EDITMSG <==
Record implementation results from latest flow run

- Internal power comes to 82.0 uW.
* Count of antenna-violating nets left after detailed routing: 0
- Complex-gate fraction of the synthesized area: a little under a third
- Post-synthesis share of cell area spent on xor and xnor gates: 13.7%
- According to the Yosys statistics, the synthesized design has a chip area of between 200 and 250 um2.
* Share of cells above drive strength 1: 56.3%
- Instance tally after logic synthesis: 31
- Post-Route WL: ~850 um
* Share of the clock period used by the worst path after layout: 96.8%
- Fraction of the yosys area taken by sequential cells: 0%
* Most used routing layer in global routing: met1
* M3 GR Usage: just under 2%
* Number of antenna violations at the first check in global routing: 0
- The initial utilization of the core area, before any placement, comes to between 7 and 8%.
- The final report lists a non-filler cell total of between 90 and 100.
- The report gives the cell count of the worst hold path as 3.
- Largest stage delay on the critical path: between 200 and 300 ps
- In the synthesized netlist, the dominant kind of combinational cell is AND-OR/OR-AND gates.
- In this run the power spent charging and discharging nets is roughly 56 uW.
* Max_cap viols: 0
* Routed vias: 297
* Maximum fanout along the worst path: 6
- Global-route wire length before repair: between 1000 and 1500 um
* Die outline height: roughly 80 um
- Number of input and output port buffers inserted: 11
- Global routing consumed, on the met2 layer, 3.37% of the routing resources.
* Startpoint of the most critical hold path: bcd_i[3]
- Max-slew violations: 0
- Maximum number of pins on one net before global-route repair: 9
- In the synthesized netlist, mux cells make up about an eighth of the area.
* Syn_area_per_cell: between 7 and 8 um2
* Placement Rows: 21
- Detailed Route Iter0 Violations: 9
* FF/Latch Area: 0 um2
- The HPWL after detailed placement is 553 um.
- In this run the static leakage power is 0.000203 uW.
- The mapped netlist covers 246 um2.
* Routability congestion estimate from global placement: 0.714
- Global routing used 2.70% of the available tracks.
- Achievable clock frequency: ~0.74 GHz
- Adder and majority cell fraction of the synthesized area: 0%
- GRT Residual Overflow: 0
* Part of the total power dissipated in sequential elements: 0%
- In this run the power density over the cells is a little under 300 nW/um2.
- Final setup violation count: 0
* Count of yosys warnings during synthesis: 0
- Crit path kind: in -> out
- Sink of the worst hold path: disp_o[5]
* Met1 track demand over resource: 3.77%
- Power share of the clock group: 0%
- Post-layout min period: around 1400 ps
- The data required time reported for the critical path is between 1000 and 1500 ps.
* Worst VDD drop: between 0.07 and 0.08 mV
* Fin Setup TNS: 0 ps
- Hold Path Class: in -> out
- Via/cell ratio: 3.16
- Dpl ws: -786 ps
- Die outline width: 80 um
* Clock Buffer Count: 0
* WP data arrival: between 1000 and 1500 ps
- Run status: finished, final reports clean
- Across all setup checks in the final design, the least slack found is 45.0 ps.
- After synthesis, the netlist uses 21 different library cells.
* Die area: between 6000 and 7000 um2
* Seq cells: 0
- Critical path startpoint category: primary input
* Cell family with most CP delay: buffers and inverters
- Number of warning messages in the logs: 33
- Final Hold Viols: 0
* DRC errors left: 0
- Among all stages on the critical path, the largest delay is contributed by o311ai_2.
* Boundary pin count: 11
- Mean routed wirelength per cell: slightly above 9 um
- Inst Count DP: roughly 90
* Detailed-router iteration count before antenna repair: 2
- After clock tree synthesis, the flow added hold-fix buffers numbering 0.
- Per the run report, area growth between synthesis and finish was 93.9%.
- Net switching is slightly above 40% of the power.
* Slew at the pin with the worst max-slew slack: around 220 ps
* Logic gate share of total power: 100.0%
- The worst setup path is captured at an output pin.
* Cell count listed in synth_stat.txt: 31
- Tightest hold margin: around 980 ps
* Cells along the critical path: buf_4, bufbuf_16, o311ai_2, buf_2
* Vias in the first global route: 292
- Diode insertion count for antenna repair: 0
- The region available for standard cell placement spans 3420 um2.
- Headroom to the max-slew limit: 85.4%
- Simple Share, Synth: about a quarter
- Per the post-run analysis, buffers plus inverters along the critical path come to 3.
cell type report:
cell class                      instances  area [um2]
Fill cell                             396        2940
Multi-Input combinational cell         27         224
Timing Repair Buffer                   21         196
Tap cell                               46        57.6
cell families after synthesis:
group                  after synthesis
XOR/XNOR                             3
buffers and inverters                4
multiplexers                         3
AND-OR/OR-AND                       10
AND/OR/NAND/NOR                     11
power by group through the flow:
stage / sequential (uW) / combinational, uW / clock, uW
after global routing: 0 / 152 / 0
after CTS: 0 / 140 / 0
final: 0 / 138 / 0
metal layers:
layer  part of all wire, %  wire, um
met1                    48       405
met2                    32       270
met3                    21       175
met4                     0         0
met5                     0         0
metrics by stage:
| step | cell area, um2 | power [uW] | util [%] |
|---|---|---|---|
| 3_5_place_dp | 430 | 126 | 12.6 |
| 4_1_cts | 489 | 140 | 14.3 |
| 5_1_grt | 478 | 152 | 14.0 |
| 3_3_place_gp | 430 | 123 | 12.6 |
| 6_report | 478 | 138 | 14.0 |
| 2_1_floorplan | 246 | 59.6 | - |
worst min-delay path, stage by stage:
cell and delay, ps:
buf_4 130, o2bb2ai_1 60, dlygate4sd2_1 230
worst max-delay path by stage:
stage	from	endpoint	slack, ps	depth (start not counted)
4_1_cts	bcd_i[0]	disp_o[0]	-1	5
5_1_grt	bcd_i[2]	disp_o[6]	-1	6
6_report	bcd_i[1]	disp_o[1]	40	4
placed cells by master, fill, tap and decap left out:
cell type and count:
a31o_1 1, mux2i_1 2, clkbuf_2 4, buf_6 4
nor2_1 2, a21oi_1 1, mux2_1 1, dlygate4sd2_1 1
o2bb2ai_1 1, nand2b_1 1, nor3b_4 1, buf_4 8
bufbuf_16 1, o21ai_1 2, a21oi_2 2, and2_1 1
and2b_1 1, xor2_1 2, nand3_1 1, a211oi_2 1
xor2_2 1, o21ai_2 1, o311ai_2 1, buf_12 1
nand2_1 2, or2_1 2, buf_2 2
Yosys cell counts (all sizes together):
library cell,number,area [um2]
buf,4,41.3
a21oi,3,18.8
o21ai,3,15.0
xor2,3,33.8
mux2i,2,20.0
nand2,2,7.51
nor2,2,7.51
or2,2,12.5
a211oi,1,7.51
a31o,1,8.76
and2,1,6.26
and2b,1,7.51
mux2,1,11.3
nand2b,1,6.26
nand3,1,5.00
nor3b,1,12.5
o2bb2ai,1,8.76
o311ai,1,16.3
what timing repair did:
action,4_1_cts,5_1_grt
gates resized,41,7
buffers inserted,2,0
gates cloned,2,0
hold endpoints to repair,0,0
pin swaps,3,2
setup endpoints to repair,7,4
Power is estimated from default activity; no workload was simulated.
