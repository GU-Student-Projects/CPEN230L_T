$ cat /design/flow/config.mk
export PLATFORM = sky130hd
export DESIGN_NAME = dec7seg
export DESIGN_NICKNAME = dec7seg
export VERILOG_FILES = /design/flow/design.v
export SDC_FILE = /design/flow/constraint.sdc
export NUM_CORES = 4
export LEC_CHECK = 1
export CORE_AREA = 10 10 70 70
export DIE_AREA = 0 0 80 80
$ cat /design/flow/constraint.sdc
current_design dec7seg

set clk_period 1.3
set clk_io_pct 0.2

create_clock -name clk0 -period $clk_period

set non_clock_inputs [all_inputs -no_clocks]
set_input_delay [expr $clk_period * $clk_io_pct] -clock clk0 $non_clock_inputs
set_output_delay [expr $clk_period * $clk_io_pct] -clock clk0 [all_outputs]
$ cat /design/flow/design.v
module dec7seg (
  input [3:0] bcd_i,      
  output [6:0] disp_o);   
  assign disp_o = (bcd_i == 4'd0) ? 7'b1000000 :
                  (bcd_i == 4'd1) ? 7'b1111001 :
                  (bcd_i == 4'd2) ? 7'b0100100 :
                  (bcd_i == 4'd3) ? 7'b0110000 :
                  (bcd_i == 4'd4) ? 7'b0011001 :
                  (bcd_i == 4'd5) ? 7'b0010010 :
                  (bcd_i == 4'd6) ? 7'b0000010 :
                  (bcd_i == 4'd7) ? 7'b1111000 :
                  (bcd_i == 4'd8) ? 7'b0000000 :
                  (bcd_i == 4'd9) ? 7'b0011000 :
						(bcd_i == 4'hA) ? 7'b0001000 :
						(bcd_i == 4'hB) ? 7'b0000011 :
						(bcd_i == 4'hC) ? 7'b1000110 :
						(bcd_i == 4'hD) ? 7'b0100001 :
						(bcd_i == 4'hE) ? 7'b0000110 :
						(bcd_i == 4'hF) ? 7'b0001110 :
                                    7'bxxxxxxx;
endmodule
$ cat /design/flow/run.sh
#!/bin/bash
# OpenROAD 26Q1-2900-gdf79404cd8, Yosys 0.63+post, stock flow scripts
make -C /OpenROAD-flow-scripts/flow DESIGN_CONFIG=/design/flow/config.mk WORK_HOME=/design/flow/orfs finish
==> reports/qor.yml <==
run_status: "finished with violations"
violations: "setup timing"
hold_class: "input pin to output pin"
layout_min_cycle_time_ns: 1.33
wl_per_cell_um: 8.34
crit_top_cell: "buf_6"
p_total_uw: 136
top_cell: "nand2_1"
drive_above_1_share_pct: 63.5
clkbuf_count: 0
synth_chip_area_um2: 219
synth_cells: 34
crit_family: "buffers and inverters"
syn_avg_cell_area_um2: 6.44
overflow: 0
hold_viol_final: 0
grt_util_all_layers_pct: 2.36
cp_slowest_stage_delay_ns: 0.26
worst-path-buf-inv: 3
chipArea_mm2: 0.00640
crit_arrival_ns: 1.07
area.growth.synth_to_final_pct: 110
first_global_vias: 301
relSlewSlack_pct: 89.0
grt_setup_unrepaired: "true"
grt_pass1_wl_um: 1310
setup_ws_ns: -0.0264
whs_ns: 0.821
core_area_mm2: 0.00342
endpoint_kind: "output pin"
drt_iter0_drc: 3
drt-vias-per-instance: 3.10
hpwl_um: 654
via_count: 304
top_area_share_pct: 12.6
tightest_slew_ns: 0.164
crit_path_cell_trace: "buf_6 -> buf_6 -> and3b_2 -> a221o_1 -> buf_2"
fin_util_pct: 13.5
synth.distinct_cells: 20
hold_buffers: 0
warnings: 34
p_per_area_mw_per_mm2: 295
die_h_um: 80
comb_area_um2: 229
clock.fmax_ghz: 0.754
io_buffers: 11
largest_area_cell: "nand2b_4"
ant_nets: 0
netlist_area_um2: 219
finalSetupViolCount: 3
top_cells_by_area: "nand2b_4 (13%), nand2_1 (8.6%), nor2b_1 (8.6%), nand3_1 (6.9%), buf_4 (6.9%)"
place.gp.congestion: 0.756
n_antenna_cell: 0
crit_path_max_fanout: 5
cp.required_ns: 1.04
drc: 0
seq_cells: 0
slowest_stage: "a221o_1"
crit_start: "bcd_i[2]"
fill_cells: 398
regArea_um2: 0
finalInstanceArea_um2: 460
vdd_ir_drop_max_v: 0.0000558
hold_start: "bcd_i[3]"
crit_type: "input pin to output pin"
yosys-stat-cells: 34
endpoint: "disp_o[1]"
grt_max_degree: 9
maxSlewViolCount: 0
cap_violations: 0
antenna_found_initial: 0
path_depth: 5
routed_wl_um: 817
start_kind: "input pin"
drtPass1Iterations: 3
layout_worst_path_cycle_share_pct: 102
core_util_floorplan_pct: 6.41
die_w_um: 80
ios: 11
synth_seq_share_pct: 0
yosys_warnings: 0
placed_area_um2: 417
common_cells: "nand2_1 (5), nor2_1 (4), nand3_1 (3), nor2b_1 (3)"
p_leak_uw: 0.000213
num_rows: 21
## cell usage in the layout, fill, tap and decap left out, types with 2 or more instances in the layout
master,n
nor2b_2,2
nand3_1,3
buf_6,3
nor2_4,2
buf_2,8
nor2_1,2
buf_4,9
nand2_1,4
nand2b_4,3
## routing by layer
metal,vias to the layer above,track usage (%),routed length [um]
met3,0,0.795,64
met5,-,0,0
li1,157,-,-
met1,141,3.10,401
met2,6,3.85,350
met4,0,0,0
## report_power, final
part	total [uW]	switching, uW	internal (uW)
Clock	0	0	0
Sequential	0	0	0
Combinational	136	56.2	79.6
## cells by family after synthesis
kind of cell | after synthesis | share of synthesized area (%)
buffers and inverters | 5 | 15.4
AOI/OAI and AO/OA | 9 | 30.9
and+or+nand+nor | 20 | 53.7
## worst min-delay path by stage
stage / endpoint / slack [ns] / cells after the start
CTS: disp_o[2] / 0.87 / 4
global route: disp_o[2] / 0.85 / 4
finish: disp_o[2] / 0.82 / 4
## cell type report
class	instances	share of cell area [%]
inverters	1	0.815
multi-input cells	29	49.7
well taps	46	12.5
repair buffers	22	37.0
## metrics by stage
step,setup WS [ns],std cells,setup TNS [ns]
after floorplan,0.151,34,0
after global routing,-0.0724,98,-0.269
after detailed placement,-0.862,95,-5.58
after global placement,-0.862,95,-5.53
after CTS,-0.0345,97,-0.0910
final,-0.0264,98,-0.0510
## repair_timing
item,CTS,global route
hold endpoints to repair,0,0
endpoints found under the setup margin,7,6
pin swaps,7,5
resized,46,9
buffers inserted,1,1
gates cloned,1,0
