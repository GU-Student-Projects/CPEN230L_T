==> flow/run.sh <==
#!/bin/bash
# OpenROAD 26Q1-2900-gdf79404cd8, Yosys 0.63+post, stock flow scripts
make -C /OpenROAD-flow-scripts/flow DESIGN_CONFIG=/design/flow/config.mk WORK_HOME=/design/flow/orfs finish
==> flow/config.mk <==
export PLATFORM = sky130hd
export DESIGN_NAME = debouncer
export DESIGN_NICKNAME = debouncer
export VERILOG_FILES = /design/flow/design.v
export SDC_FILE = /design/flow/constraint.sdc
export NUM_CORES = 4
export LEC_CHECK = 1
export CORE_AREA = 10 10 84 84
export DIE_AREA = 0 0 94 94
==> flow/constraint.sdc <==
current_design debouncer

set clk_period 4.7
set clk_io_pct 0.2

create_clock -name clk0 -period $clk_period [get_ports {clk_i}]

set non_clock_inputs [all_inputs -no_clocks]
set_input_delay [expr $clk_period * $clk_io_pct] -clock clk0 $non_clock_inputs
set_output_delay [expr $clk_period * $clk_io_pct] -clock clk0 [all_outputs]
==> flow/design.v <==
module debouncer (
  input      clk_i,          
  input      noisy_i,        
  output reg clean_o );      
  parameter cnt_bits = 19;
  reg [cnt_bits-1:0] sw_cnt = 1'b0;   
  reg sw_now;                
  always @(posedge clk_i) begin
    sw_now <= noisy_i;       
    if (sw_now == clean_o)   
      sw_cnt <= 0;
    else begin               
      sw_cnt <= sw_cnt + 1'b1;
      if(sw_cnt == {cnt_bits{1'b1}})   
        clean_o <= sw_now;   
    end
  end
endmodule
==> impl_metrics.json <==
{
  "cts_hold_buf": 0,
  "cp.buffers_inverters": 1,
  "final-instance-count-excl-fill": 170,
  "slew_viol_final": 0,
  "hp-class": "flip-flop to flip-flop",
  "htreeDepth": 1,
  "cts_root_buffer": "clkbuf_8",
  "grt_pass1_vias": 613,
  "finalSetupViolCount": 0,
  "p_leak_nw": 0.329,
  "fp.dieH_um": 94,
  "ctsResizeCount": 0,
  "min_period_over_period": 0.430,
  "period_minus_slack_ns": 2.02,
  "clk_pin_slew_ns": 0.07,
  "vias": 615,
  "ys_ff": 21,
  "cp.required_ns": 3.76,
  "cts.sinks": 21,
  "p_sw_w": 0.0000629,
  "area_delta_synth_final_pct": 16.5,
  "wl_per_cell_um": 8.18,
  "tightest_slew_ns": 0.402,
  "arrival_ns": 1.08,
  "combPwrFrac": 0.027,
  "grt_max_degree": 22,
  "seq_area_um2": 430,
  "worst_hold_path.endpoint": "clean_o",
  "cts-buffers-inserted": 3,
  "irDropWorstVdd_uv": 135,
  "tns_ns": 0,
  "crit_fanout": 2,
  "grt_antenna_before_repair": 0,
  "critPathLaunchType": "flip-flop",
  "n_antenna_cell": 0,
  "rsz0062_at_grt": "false",
  "cap_violations": 0,
  "r2r_start": "sw_cnt[0]",
  "firstDrtPassIters": 4,
  "cp_slowest_cell": "clkdlybuf4s50_1",
  "r2r_slack_ns": 2.92,
  "cts_tree": "yes",
  "timing.hold.ws_ns": 0.467,
  "wl_um": 1390,
  "gp_congestion": 0.703,
  "final_hold_viol_count": 0,
  "fill_cells": 592,
  "worstSetupEndpointType": "primary output",
  "port-buffer-count": 2,
  "max_freq_mhz": 494,
  "power_frac_clock": 0.376,
  "cts_buffer_depth": 2,
  "status": "complete, no violations",
  "drtIter0Drc": 12,
  "p_seq_frac": 0.597,
  "path_cells": "clkdlybuf4s50_1",
  "r2r_cells": 5,
  "rows": 26,
  "relSlewSlack": 0.730,
  "critPathTopFamily": "buffers and inverters",
  "whs_path_depth": 0,
  "synthCells": 95,
  "warnings": 25,
  "power.share.switching": 0.204,
  "crit_path_max_incr_delay_ns": 0.47,
  "die-width_um": 94,
  "antenna_left": 0,
  "via_per_inst": 3.62,
  "drive_above_1_share": 0.140,
  "worstSetupPathType": "flip-flop to primary output",
  "route.detailed.drc": 0,
  "yosys_cells": 95,
  "final_util": 0.207,
  "r2r-end": "clean_o",
  "initCoreUtil": 0.178,
  "logic_area_um2": 478,
  "ys_types": 31,
  "grt_overflow": 0,
  "grt_usage": 0.0342,
  "grt_pass1_wl_um": 2660,
  "ioPinCount": 3,
  "clock-skew-final_ns": 0.00117,
  "syn_area_um2": 927,
  "min_from": "sw_now",
  "ys.warnings.count": 1,
  "internal_power_w": 0.000246,
  "coreArea_mm2": 0.00520,
  "synth.avg_cell_area_um2": 9.76,
  "ys_seq_share": 0.464,
  "post-dp-hpwl_um": 946,
  "die_area_mm2": 0.00884,
  "pwr_density_cell_mw_per_mm2": 286,
  "ys_chip_area_um2": 927,
  "insertion_delay_ns": 0.25,
  "place_inst": 166,
  "cts_setup_buffers": 0
}
[flip-flops by register name, summed over array words and instances, names as in the netlist]
register,count
clean_o,1
sw_cnt,19
sw_now,1
[routing by layer]
layer,track usage,wire length (um),part of all wire,vias up
met1,0.0515,794,0.57,273
met5,0,0,0,-
met2,0.0490,543,0.39,3
met3,0.00323,6,0.0043,2
li1,-,-,-,337
met4,0.0127,47,0.034,0
[cell usage after synthesis]
library cell	number	area, um^2
edfxtp_1	1	30.0
and3_1	1	6.26
a21oi_1	4	20.0
clkbuf_1	2	7.51
xor2_1	1	8.76
nand4b_1	2	17.5
nor3_1	3	15.0
nor4_1	2	12.5
nor2_1	15	56.3
nand4_1	1	6.26
nand3_2	2	20.0
ha_1	1	12.5
or3_2	1	7.51
nand4_2	1	12.5
or4_1	1	7.51
o21ai_1	2	10.0
or2_2	1	6.26
inv_1	3	11.3
dfxtp_1	20	400
nor2b_1	2	12.5
mux2_4	1	15.0
xnor2_1	11	96.3
nand3_1	3	15.0
o21ai_0	2	10.0
or3_1	1	6.26
nand3_4	2	35.0
nor4_2	1	12.5
nor4_4	1	21.3
nand2b_1	1	6.26
nand2_1	5	18.8
mux2i_1	1	10.0
[power groups by stage]
| stage | sequential, W | combinational [W] | clock [W] |
|---|---|---|---|
| CTS | 0.000185 | 0.00000866 | 0.000120 |
| finish | 0.000185 | 0.00000835 | 0.000116 |
| global route | 0.000185 | 0.00000958 | 0.000127 |
[kinds of logic after synthesis]
kind of cell,Yosys count,synth area share
buffers and inverters,5,0.0202
AND/OR/NAND/NOR,46,0.318
multiplexers,2,0.0270
XOR/XNOR,12,0.113
AND-OR/OR-AND,8,0.0432
adder cells (fa/ha/maj),1,0.0135
flip-flops,21,0.464
[placed cells by master, fill, tap and decap left out, types with 2 or more instances in the layout]
cell / n
nand3_4: 2
clkdlybuf4s50_1: 2
nor3_1: 3
a21oi_1: 4
nor2b_1: 2
o21ai_0: 2
nor2_1: 15
dfxtp_1: 20
o21ai_1: 2
clkbuf_8: 3
xnor2_1: 11
nor4_1: 2
nand4b_1: 2
nand3_2: 2
nand2_1: 5
inv_1: 3
nand3_1: 3
[metrics by stage]
stage                     total power, W  setup slack [ns]  instance area, um^2
after detailed placement        0.000198              2.92                 1030
after CTS                       0.000314              2.66                 1080
after global routing            0.000322              2.61                 1080
final                           0.000309              2.68                 1080
after floorplan                 0.000195              3.05                  927
after global placement          0.000197              2.95                 1030
[worst max-delay path by stage]
stage | depth (start not counted) | startpoint | to | slack, ns
4_1_cts | 1 | clean_o | clean_o | 2.66
5_1_grt | 1 | clean_o | clean_o | 2.61
6_report | 1 | clean_o | clean_o | 2.68
[area by class of cell]
cell class	instances	area share
Multi-Input combinational cell	69	0.443
Sequential cell	21	0.399
Tap cell	70	0.0811
Clock buffer	4	0.0417
Timing Repair Buffer	3	0.0255
Inverter	3	0.0104
Power figures rest on the tool's default switching activity, not on a simulated workload.
